<file path="flow/design.v">
module decoder (in,enrx00,enrx09,enrx18,enrx19,enrx20,enrx21,enrx22,enrx23,enrx24,enrx25,enrx26,enrx27);
  output reg enrx00,enrx09,enrx18,enrx19,enrx20,enrx21,enrx22,enrx23,enrx24,enrx25,enrx26,enrx27;
  input [4:0] in;
  always @ ( * ) begin
    case(in)
      5'd00: begin enrx00=1'b0; enrx09=1'b0; enrx18=1'b0; enrx19=1'b0; enrx20=1'b0; enrx21=1'b0; enrx22=1'b0; enrx23=1'b0; enrx24=1'b0; enrx25=1'b0; enrx26=1'b0; enrx27=1'b0; end
      5'd09: begin enrx00=1'b0; enrx09=1'b1; enrx18=1'b0; enrx19=1'b0; enrx20=1'b0; enrx21=1'b0; enrx22=1'b0; enrx23=1'b0; enrx24=1'b0; enrx25=1'b0; enrx26=1'b0; enrx27=1'b0; end
      5'd18: begin enrx00=1'b0; enrx09=1'b0; enrx18=1'b1; enrx19=1'b0; enrx20=1'b0; enrx21=1'b0; enrx22=1'b0; enrx23=1'b0; enrx24=1'b0; enrx25=1'b0; enrx26=1'b0; enrx27=1'b0; end
      5'd19: begin enrx00=1'b0; enrx09=1'b0; enrx18=1'b0; enrx19=1'b1; enrx20=1'b0; enrx21=1'b0; enrx22=1'b0; enrx23=1'b0; enrx24=1'b0; enrx25=1'b0; enrx26=1'b0; enrx27=1'b0; end
      5'd20: begin enrx00=1'b0; enrx09=1'b0; enrx18=1'b0; enrx19=1'b0; enrx20=1'b1; enrx21=1'b0; enrx22=1'b0; enrx23=1'b0; enrx24=1'b0; enrx25=1'b0; enrx26=1'b0; enrx27=1'b0; end
      5'd21: begin enrx00=1'b0; enrx09=1'b0; enrx18=1'b0; enrx19=1'b0; enrx20=1'b0; enrx21=1'b1; enrx22=1'b0; enrx23=1'b0; enrx24=1'b0; enrx25=1'b0; enrx26=1'b0; enrx27=1'b0; end
      5'd22: begin enrx00=1'b0; enrx09=1'b0; enrx18=1'b0; enrx19=1'b0; enrx20=1'b0; enrx21=1'b0; enrx22=1'b1; enrx23=1'b0; enrx24=1'b0; enrx25=1'b0; enrx26=1'b0; enrx27=1'b0; end
      5'd23: begin enrx00=1'b0; enrx09=1'b0; enrx18=1'b0; enrx19=1'b0; enrx20=1'b0; enrx21=1'b0; enrx22=1'b0; enrx23=1'b1; enrx24=1'b0; enrx25=1'b0; enrx26=1'b0; enrx27=1'b0; end
      5'd24: begin enrx00=1'b0; enrx09=1'b0; enrx18=1'b0; enrx19=1'b0; enrx20=1'b0; enrx21=1'b0; enrx22=1'b0; enrx23=1'b0; enrx24=1'b1; enrx25=1'b0; enrx26=1'b0; enrx27=1'b0; end
      5'd25: begin enrx00=1'b0; enrx09=1'b0; enrx18=1'b0; enrx19=1'b0; enrx20=1'b0; enrx21=1'b0; enrx22=1'b0; enrx23=1'b0; enrx24=1'b0; enrx25=1'b1; enrx26=1'b0; enrx27=1'b0; end
      5'd26: begin enrx00=1'b0; enrx09=1'b0; enrx18=1'b0; enrx19=1'b0; enrx20=1'b0; enrx21=1'b0; enrx22=1'b0; enrx23=1'b0; enrx24=1'b0; enrx25=1'b0; enrx26=1'b1; enrx27=1'b0; end
      5'd27: begin enrx00=1'b0; enrx09=1'b0; enrx18=1'b0; enrx19=1'b0; enrx20=1'b0; enrx21=1'b0; enrx22=1'b0; enrx23=1'b0; enrx24=1'b0; enrx25=1'b0; enrx26=1'b0; enrx27=1'b1; end
      default: begin enrx00=1'b0; enrx09=1'b0; enrx18=1'b0; enrx19=1'b0; enrx20=1'b0; enrx21=1'b0; enrx22=1'b0; enrx23=1'b0; enrx24=1'b0; enrx25=1'b0; enrx26=1'b0; enrx27=1'b0; end
    endcase
  end
endmodule
module mux_read (readout,in0,in9,in18,in19,in20,in21,in22,in23,in24,in25,in26,in27,readreg);
  output reg [31:0] readout;
  input [31:0] in0,in9,in18,in19,in20,in21,in22,in23,in24,in25,in26,in27;
  input [4:0] readreg;
  always @ ( * ) begin
    case (readreg)
      5'd00: readout=in0;  
      5'd09: readout=in9;
      5'd18: readout=in18;
      5'd19: readout=in19;
      5'd20: readout=in20;
      5'd21: readout=in21;
      5'd22: readout=in22;
      5'd23: readout=in23;
      5'd24: readout=in24;
      5'd25: readout=in25;
      5'd26: readout=in26;
      5'd27: readout=in27;
      default: ;
    endcase
  end
endmodule
module regr (out,in,clk,enW);
  output reg [31:0] out;
  input clk,enW;
  input [31:0] in;
  always @ ( posedge clk ) begin
    if(enW) out=in;
  end
endmodule
module regr_file (readout1,readout2,rs1,rs2,rd,in,clk,enW);
  output [31:0] readout1,readout2;
  input [4:0] rs1,rs2;
  input [4:0] rd;
  input clk,enW;
  input [31:0] in;
  wire in00,in09,in18,in19,in20,in21,in22,in23,in24,in25,in26,in27;
  wire [31:0] out00,out09,out18,out19,out20,out21,out22,out23,out24,out25,out26,out27;
  wire enrx00,enrx09,enrx18,enrx19,enrx20,enrx21,enrx22,enrx23,enrx24,enrx25,enrx26,enrx27;
  decoder dcr (rd,in00,in09,in18,in19,in20,in21,in22,in23,in24,in25,in26,in27);
  and and00 (enrx00,enW,in00);
  and and09 (enrx09,enW,in09);
  and and18 (enrx18,enW,in18);
  and and19 (enrx19,enW,in19);
  and and20 (enrx20,enW,in20);
  and and21 (enrx21,enW,in21);
  and and22 (enrx22,enW,in22);
  and and23 (enrx23,enW,in23);
  and and24 (enrx24,enW,in24);
  and and25 (enrx25,enW,in25);
  and and26 (enrx26,enW,in26);
  and and27 (enrx27,enW,in27);
  regr rx00 (out00,32'd0,clk,1'b1);
  regr rx09 (out09,in,clk,enrx09);
  regr rx18 (out18,in,clk,enrx18);
  regr rx19 (out19,in,clk,enrx19);
  regr rx20 (out20,in,clk,enrx20);
  regr rx21 (out21,in,clk,enrx21);
  regr rx22 (out22,in,clk,enrx22);
  regr rx23 (out23,in,clk,enrx23);
  regr rx24 (out24,in,clk,enrx24);
  regr rx25 (out25,in,clk,enrx25);
  regr rx26 (out26,in,clk,enrx26);
  regr rx27 (out27,in,clk,enrx27);
  mux_read ris1 (readout1,out00,out09,out18,out19,out20,out21,out22,out23,out24,out26,out26,out27,rs1);
  mux_read ris2 (readout2,out00,out09,out18,out19,out20,out21,out22,out23,out24,out26,out26,out27,rs2);
endmodule
</file>
<file path="flow/run.sh">
#!/bin/bash
# OpenROAD 26Q1-2900-gdf79404cd8, Yosys 0.63+post, stock flow scripts
make -C /OpenROAD-flow-scripts/flow DESIGN_CONFIG=/design/flow/config.mk WORK_HOME=/design/flow/orfs finish
</file>
<file path="flow/config.mk">
export PLATFORM = sky130hd
export DESIGN_NAME = regr_file
export DESIGN_NICKNAME = regr_file
export VERILOG_FILES = /design/flow/design.v
export SDC_FILE = /design/flow/constraint.sdc
export NUM_CORES = 4
export LEC_CHECK = 1
export CORE_UTILIZATION = 50
</file>
<file path="flow/constraint.sdc">
current_design regr_file

set clk_period 5.6
set clk_io_pct 0.2

create_clock -name clk0 -period $clk_period [get_ports {clk}]

set non_clock_inputs [all_inputs -no_clocks]
set_input_delay [expr $clk_period * $clk_io_pct] -clock clk0 $non_clock_inputs
set_output_delay [expr $clk_period * $clk_io_pct] -clock clk0 [all_outputs]
</file>
==> out/summary.txt <==
status -> finished clean
Post-Syn Area -> 15,260 µm²
cells after synthesis -> 1,065
PostCTS Resize Cnt -> 0
fin. max-slew vios -> 0
final core utilization -> 60.29%
core area -> 29,800 µm²
slowest cell on the critical path -> clkdlybuf4s50_1
Die H -> 176.7 µm
Placement Cell Area -> 16,940 µm²
placed cell count -> 1,549
total CTS buffers -> 34
Post-CTS Setup Bufs -> 0
# IOs -> 113
num rows -> 63
post-synthesis chip area from yosys -> 15,260 µm²
area leader, netlist -> edfxtp_1
share of layout cells above drive strength 1 -> 11.67%
Crit. End Element -> flip-flop
Slew HR -> 37.63%
Worst setup SP type -> input pin
Design Power -> 5.214 mW
RSZ-0062 raised after global routing -> false
max cap viols -> 0
largest net degree at the start of global routing -> 41
ordered cell list for the critical path -> clkdlybuf4s50_1 > nand4_1 > nor3_2 > buf_4
Reg clk slew, reported paths -> 60 ps
largest stage delay on the critical path -> 670 ps
P&R area growth vs syn -> 17.75%
Setup Viol. Count Final -> 0
cell area after layout -> 17,960 µm²
Placement Setup Slack -> 2438 ps
Final HPWL DP -> 28.84 mm
power density over the cells -> 290.2 nW/µm²
Leakage -> 6.075 nW
via count -> 10,780
endpoints left unconstrained -> 128
first-pass GRT wire length -> 71.81 mm
Diodes inserted -> 0
clock root cell -> clkbuf_16
wirelength, routed -> 49.79 mm
Placer Congestion -> 0.9448
PortBufs -> 112
vias in the first global route -> 11,810
non-filler cells, final -> 1,607
chip area -> 31,220 µm²
Worst-Margin Slew -> 933.6 ps
Worst Path Max Fanout -> 32
syn_area_per_cell -> 14.33 µm²
main flop type -> edfxtp_1
Cell area leaders -> edfxtp_1 63%, dlxtn_1 6.3%, mux2i_1 5.2%
post-cts hold buffer count -> 0
number of enable flip-flop cells -> 320
H-tree depth -> 2
final worst-path cycle share -> 48.04%
Post-synth ARST share -> 0%
WL/cell -> 30.98 µm
1st-iter DRT viols -> 658
DR pass1 iterations -> 6
WHS -> 1367 ps
die width -> 176.7 µm
fmax -> 0.3717 GHz
DRT antenna net count -> 0
Setup WS post-layout -> 2910 ps
CTS tree -> done
# DRC -> 0
CTS max path bufs -> 3
arrival time worst endpoint -> 2830 ps
Critical Path RT -> 5740 ps
gr usage total -> 36.02%
worst-case vdd ir drop -> 0.0002467 V
Starting Density -> 51.21%
Avg Vias per Cell -> 6.709
Distinct cells, synth -> 59
antenna violations before repair -> 1
Fin. Hold Viols -> 0
Synth top area share -> 62.98%
setup TNS -> 0 ps
OpenROAD warnings -> 25
Synth flops -> 384
register pins left without a clock -> 64
min Tclk post-route -> 2690 ps
Yosys Instances -> 1,065
Setup Crit Path Kind -> in -> reg
worst hold path type -> in -> reg
total gr overflow -> 0
YS warnings -> 3
synthesized netlist by cell type, drive strengths merged, types with 2 or more instances:
master,count
o2111ai,3
mux2,4
a221oi,46
dlxtn,64
and2,2
a22o,25
nor2,70
a22oi,102
o21ai,5
nor3,12
nand2,26
a211oi,6
o211ai,3
nor2b,13
and3,2
nand4,12
o22ai,19
nand3,56
nand4b,3
o2bb2ai,16
inv,7
or3b,4
edfxtp,320
mux2i,80
a21oi,60
nand3b,4
buf,59
nor3b,2
nand2b,8
a222oi,7
nor4,6
clkbuf,7
cells in the final DEF, fill, tap and decap left out, types with 5 or more instances in the layout:
master and count:
a22oi_1 102, a221oi_1 43, nand3_1 56, clkinvlp_4 5, nand2_1 26, a211oi_1 6
o2bb2ai_1 16, clkinv_2 7, nand2b_1 7, buf_4 48, a22o_1 25, nor4_2 5
a222oi_1 7, nor2_1 62, o21ai_0 5, nor2b_1 10, nand4_1 12, dlxtn_1 64
clkinv_1 5, edfxtp_1 320, clkbuf_16 35, inv_1 7, clkdlybuf4s50_1 109, o22ai_1 19
a21oi_1 59, nor3_2 7, mux2i_1 80
worst max-delay path, delay by kind of cell:
kind	cells	cell delay, ps
buffers and inverters	2	1230
AND/OR/NAND/NOR	2	430
layer usage:
layer	share of wire, %	global-route usage (%)
met4	4.3	12.28
met1	33	42.27
met2	44	50.31
met3	18	29.50
met5	0.026	2.083
flip-flops by register name, indices dropped and copies added (netlist names):
signal and count:
ris1.readout 32, ris2.readout 32, rx09.out 32, rx18.out 32
rx19.out 32, rx20.out 32, rx21.out 32, rx22.out 32
rx23.out 32, rx24.out 32, rx26.out 32, rx27.out 32
cell families (layout without fill, tap and decap cells):
logic type / count (synthesis) / in the layout / share of synthesized area, %
AND-OR/OR-AND: 300 / 300 / 14.61
XOR/XNOR: 1 / 1 / 0.05742
buffers and inverters: 73 / 225 / 2.608
flip-flops: 320 / 320 / 62.98
latches: 64 / 64 / 6.298
multiplexers: 85 / 85 / 5.691
AND/OR/NAND/NOR: 222 / 222 / 7.750
cell type report:
class                      count  area [µm²]
fill                        2235       11830
sequential                   384       10570
clock buffer                  39       890.9
multi-input combinational    608        4393
clock inverter                19       130.1
tap                          390       488.0
timing repair buffer         160        1466
inverter                       7       26.28
path summary, 6_finish.rpt:
kind / start / to / slack [ps] / cells past startpoint
max: rd[0] / rx21.out[11]$_DFFE_PP_ / 2910 / 4
min: in[27] / rx19.out[27]$_DFFE_PP_ / 1370 / 1
where the power goes:
group	total [mW]	leakage, nW	internal, mW	switching, mW
sequential	2.74	3.38	2.72	0.0200
clock	2.08	0.491	1.19	0.895
combinational	0.389	2.20	0.152	0.236
Power is estimated from default activity; no workload was simulated.
