$ cat config.mk
export PLATFORM = sky130hd
export DESIGN_NAME = controller
export DESIGN_NICKNAME = controller
export VERILOG_FILES = /design/flow/design.v
export SDC_FILE = /design/flow/constraint.sdc
export NUM_CORES = 4
export LEC_CHECK = 1
export CORE_AREA = 10 10 108 108
export DIE_AREA = 0 0 118 118
$ cat constraint.sdc
current_design controller

set clk_period 3.0
set clk_io_pct 0.2

create_clock -name clk0 -period $clk_period [get_ports {clk}]

set non_clock_inputs [all_inputs -no_clocks]
set_input_delay [expr $clk_period * $clk_io_pct] -clock clk0 $non_clock_inputs
set_output_delay [expr $clk_period * $clk_io_pct] -clock clk0 [all_outputs]
$ cat design.v
module controller (PCsel1,PCsel0,ALUsrc,enPC,done,opr,immsrc,memtoreg1,memtoreg0,read_mem,write_mem,enW,lorbtype,alu_action,opcode,start,clk,zero);
  input clk,start,zero;
  input [6:0] opcode;
  input [2:0] lorbtype;
  input [3:0] alu_action;
  output reg PCsel1,PCsel0,enPC,done;
  output reg [4:0] opr;
  output reg [2:0] immsrc;
  output reg ALUsrc,memtoreg1,memtoreg0,read_mem,write_mem,enW;
  reg [4:0] state=5'dx;
  parameter rtype=7'b0110011, ijalrtype=7'b1100111, itype=7'b0010011, imemtype=7'b0000011, stype=7'b0100011, ultype=7'b0110111, uatype=7'b0010111, jtype=7'b1101111, btype=7'b1100011;
  parameter S0=5'd0, S1=5'd1, S2=5'd2, S3=5'd3, S4=5'd4, S5=5'd5, S6=5'd6, S7=5'd7, S8=5'd8, S9=5'd9, S10=5'd10;
  always @ ( posedge clk ) begin
    case (state)
      S0: if(start&&opcode) state=S2;
      S1: if(opcode) state=S2;
      S2: state=S3;
      S3: if (opcode==btype) begin state=S4; end
          else if(opcode==jtype) state=S5;
          else if(opcode==ijalrtype) state=S6;
          else state=S7;
      S4: state=S8;
      S5: state=S8;
      S6: state=S8;
      S7: state=S8;
      S8: state=S1;
      default: state=S0;
    endcase
  end
  always @ ( state ) begin
    case (state)
      S0: begin enPC=1'b1; PCsel1=1'b1; PCsel0=1'b1; done=1'b0; end  
      S1: begin enPC=1'b0; done=1'b0; end  
      S2: begin
            if(opcode==rtype)
            begin
              immsrc=3'dx;
              ALUsrc=1'b0;
              enW=1'b1;
              memtoreg1=1'b0; memtoreg0=1'b0;
              read_mem=1'b0;
              write_mem=1'b0;
              case (alu_action)
                4'b0000: opr=5'd0;
                4'b1000: opr=5'd1;
                4'b0001: opr=5'd8;
                4'b0010: opr=5'd11;
                4'b0011: opr=5'd5;
                4'b0100: opr=5'd4;
                4'b0101: opr=5'd9;
                4'b1101: opr=5'd10;
                4'b0110: opr=5'd3;
                4'b0111: opr=5'd2;
              endcase
            end
            else if(opcode==itype) begin
              ALUsrc=1'b1;
              enW=1'b1;
              memtoreg1=1'b0; memtoreg0=1'b0;
              read_mem=1'b0;
              write_mem=1'b0;
              case (alu_action)
                4'b0000|4'b1000: begin immsrc=3'd2; opr=5'd0; end
                4'b0010|4'b1010: begin immsrc=3'd2; opr=5'd11; end
                4'b0011|4'b1011: begin immsrc=3'd2; opr=5'd5; end
                4'b0100|4'b1100: begin immsrc=3'd2; opr=5'd4; end
                4'b0110|4'b1110: begin immsrc=3'd2; opr=5'd3; end
                4'b0111|4'b1111: begin immsrc=3'd2; opr=5'd2; end
                4'b0001: begin immsrc=3'd3; opr=5'd8; end  
                4'b0101: begin immsrc=3'd3; opr=5'd9; end  
                4'b1101: begin immsrc=3'd3; opr=5'd10; end  
              endcase
            end
            else if(opcode==imemtype) begin
              immsrc=3'd4;
              ALUsrc=1'b1;
              read_mem=1'b1;
              write_mem=1'b0;
              opr=5'd0;
              enW=1'b1;
              memtoreg1=1'b0; memtoreg0=1'b1;
            end
            else if(opcode==stype) begin
              immsrc=3'd5;
              ALUsrc=1'b1;
              enW=1'b0;
              opr=5'd0;
              read_mem=1'b0;
              write_mem=1'b1;
              memtoreg1=1'bx; memtoreg0=1'bx;
            end
            else if(opcode==btype) begin
              immsrc=3'd6;
              ALUsrc=1'b0;
              enW=1'b0;
              read_mem=1'b0;
              write_mem=1'b0;
              memtoreg1=1'bx; memtoreg0=1'bx;
              case (lorbtype)
                3'd0: opr=5'd1;
                3'd1: opr=5'd1;
                3'd4: opr=5'd11;
                3'd5: opr=5'd11;
                3'd6: opr=5'd5;
                3'd7: opr=5'd5;
              endcase
            end
            else if(opcode==jtype) begin
              immsrc=3'd1;
              ALUsrc=1'b1;
              enW=1'b1;
              memtoreg1=1'b1; memtoreg0=1'b1;
              read_mem=1'b0;
              write_mem=1'b0;
              opr=5'dx;
            end
            else if(opcode==ijalrtype) begin
              immsrc=3'd4;
              ALUsrc=1'b1;
              read_mem=1'b0;
              write_mem=1'b0;
              enW=1'b1;
              opr=5'd0;
              memtoreg1=1'b1; memtoreg0=1'b1;
            end
            else if(opcode==ultype) begin
              immsrc=3'd0;
              ALUsrc=1'b1;
              enW=1'b1;
              read_mem=1'b0;
              write_mem=1'b0;
              memtoreg1=1'b0; memtoreg0=1'b0;
              opr=5'd0;
            end
            else if(opcode==uatype) begin
              immsrc=3'd0;
              ALUsrc=1'b1;
              enW=1'b1;
              read_mem=1'b0;
              write_mem=1'b0;
              opr=5'dx;
              memtoreg1=1'b1; memtoreg0=1'b0;
            end
          end
      S3: begin enPC=1'b0; end
      S4: begin enPC=1'b1;
          case (lorbtype)
            3'd0: begin if(zero) begin PCsel1=1'b0; PCsel0=1'b1; end
                        else begin PCsel1=1'b0; PCsel0=1'b0; end
                  end
            3'd1: begin if(!zero) begin PCsel1=1'b0; PCsel0=1'b1; end
                        else begin PCsel1=1'b0; PCsel0=1'b0; end
                  end
            3'd4: begin if(zero) begin PCsel1=1'b0; PCsel0=1'b1; end
                        else begin PCsel1=1'b0; PCsel0=1'b0; end
                  end
            3'd5: begin if(!zero) begin PCsel1=1'b0; PCsel0=1'b1; end
                        else begin PCsel1=1'b0; PCsel0=1'b0; end
                  end
            3'd6: begin if(zero) begin PCsel1=1'b0; PCsel0=1'b1; end
                        else begin PCsel1=1'b0; PCsel0=1'b0; end
                  end
            3'd7: begin if(!zero) begin PCsel1=1'b0; PCsel0=1'b1; end
                        else begin PCsel1=1'b0; PCsel0=1'b0; end
                  end
          endcase
          end
      S5: begin enPC=1'b1; PCsel1=1'b0; PCsel0=1'b1; end
      S6: begin enPC=1'b1; PCsel1=1'b1; PCsel0=1'b0; end
      S7: begin enPC=1'b1; PCsel1=1'b0; PCsel0=1'b0; end
      S8: begin enPC=1'b0; done=1'b1; end
      default: begin enPC=1'bx; end
    endcase
  end
endmodule
$ cat run.sh
#!/bin/bash
# OpenROAD 26Q1-2900-gdf79404cd8, Yosys 0.63+post, stock flow scripts
make -C /OpenROAD-flow-scripts/flow DESIGN_CONFIG=/design/flow/config.mk WORK_HOME=/design/flow/orfs finish
==> CHANGELOG.md <==
## Implementation

- CP startpoint kind: input pin
- Worst hold slack: 0.767 ns
- Max-Cap Viols: 0
- Final setup vio count: 0
- CP max FO: 13
- Log Warnings: 25
- Worst slack, placed: 0.497 ns
- CP max stage cell: clkdlybuf4s50_1
- Endpoints left unconstrained: 34
- WL/cell: 11.7 um
- Core Region: 0.00928 sq mm
- DR WL met3: 244 um
- Register pins left without a clock: 17
- CP peak stage delay: 0.75 ns
- Cts hold-fix bufs: 0
- Clock buffer depth: 2
- Grt total ovfl: 0
- Worst EP required: 2.96 ns
- FP Rows: 35
- Gr usage total: 0.0460
- Vias per inst: 3.71
- Post-synthesis register bit count: 21
- DR iter-0 viols: 74
- Antenna viol nets, final: 0
- Crit path DAT: 2.29 ns
- Slew margin rel.: 0.630
- Post-Syn Area per Cell: 8.15 sq um
- Fillers: 1071
- CTS buffer count: 3
- Global placer's final weighted congestion: 0.859
- Worst setup margin: 0.675 ns
- Unrepaired setup endpoints after global routing: no
- FF/Latch Area: 375 sq um
- Pre-Place Util: 0.125
- Crit Path Class: input pin to flip-flop
- Lkg Pwr: 0.561 nW
- M1 WL: 1660 um
- Full die area: 0.0139 sq mm
- Setup Fix Bufs, Post-CTS: 0
- Yosys warning tally: 1
- Critical Path End Type: flip-flop
- Insertion Delay late pin: 0.22 ns
- Met2 wire len: 1530 um
- Via count: 1101
- Fin Clk Skew: 0.00133 ns
- Number of enable flip-flop cells: 4
- Outcome: complete, no violations
- Largest net degree at the start of global routing: 14
- Final Total Pwr: 0.540 mW
- Ys cells: 142
- Worst-Margin Slew: 0.550 ns
- Ant diodes: 0
- Total detailed-routing wirelength: 3470 um
- Cell Type Count: 49
- Post-synth area from yosys stat: 0.00116 sq mm
- Global-route wire length before repair: 5350 um
- DRC viols: 0
- Gate Area: 661 sq um
- Fin. max-slew vios: 0
- IO Pins: 35
- Fin crit share: 0.775
- CP Cell Sequence: clkdlybuf4s50_1, nor2b_1, and2_1, nand2_1, a311o_1
- Layout cells sized above 1: 0.119
- Vias in the first global route: 1055
- Top layer in use: met4
- CTS root buffer: clkbuf_8
- DP HPWL: 2840 um
- Setup TNS: 0 ns
- Worst Hold Class: flip-flop to flip-flop
- Peak supply drop: 0.188 mV
- Final core utilization: 0.171
- I/O Buffers: 33
- Mapped Area: 0.00116 sq mm
- Die Y-Extent: 118 um
- Die width: 118 um
- PostCTS Resize Cnt: 0
- Cell area leaders: dlxtn_1, edfxtp_1, buf_6
- Fraction of registers with async set/reset: 0
- Fmax: 0.430 GHz
- Clock transition at the registers of the reported paths: 0.03 ns
- CTS tree: yes
- Fin crit period: 2.32 ns
- H-tree Lvls: 1
- Synth area leader: dlxtn_1
- Endpoints failing hold: 0
- Most common reg cell: dlxtn_1
- Drt first pass iters: 4
- Pwr/cell area: 339 mW/mm^2
- Synth Instances: 142
- P&R area growth vs syn: 37.5%
- Max-area cell share: 0.221
- Initial antenna violation count: 0
## routing by layer
layer / vias to the layer above / GRT usage
met2: 41 / 0.0706
li1: 558 / -
met4: 0 / 0.00696
met3: 2 / 0.0126
met1: 500 / 0.0641
met5: - / 0
## metrics by stage
| stage | cell area [sq um] | instances |
|---|---|---|
| final | 1590 | 297 |
| after global routing | 1590 | 297 |
| after CTS | 1590 | 297 |
| after detailed placement | 1550 | 294 |
| after global placement | 1550 | 294 |
| after floorplan | 1160 | 142 |
## placed cells by master (no fill, tap or decap), types with 3 or more instances in the layout
cell / synthesis / final
nand2_1: 15 / 15
a21oi_1: 5 / 5
o21ai_0: 6 / 6
clkdlybuf4s50_1: 0 / 33
nor2_1: 14 / 14
inv_1: 4 / 4
clkbuf_8: 1 / 3
nand3_1: 10 / 10
edfxtp_1: 4 / 4
dlxtn_1: 17 / 17
nor3_1: 5 / 5
nor2b_1: 3 / 3
## cells by family after synthesis
group                     after synthesis  share of synthesized area
and+or+nand+nor                        71                      0.348
AOI/OAI and AO/OA                      27                      0.160
latches                                17                      0.221
buffers and inverters                  15                      0.105
muxes                                   4                     0.0368
DFF                                     4                      0.104
xor gates and xnor gates                3                     0.0227
other                                   1                    0.00324
## area by class of cell
cell class                      count  share of cell area
Tap cell                          129               0.101
Multi-Input combinational cell    106               0.415
Clock buffer                        3              0.0259
Timing Repair Buffer               34               0.212
Sequential cell                    21               0.236
Inverter                            4             0.00943
## registers in the layout, summed over array words and instances (netlist names)
register,count
PCsel0,1
memtoreg1,1
state,4
opr,4
enW,1
enPC,1
write_mem,1
ALUsrc,1
read_mem,1
PCsel1,1
memtoreg0,1
immsrc,3
done,1
## power breakdown
| part | internal, mW | switching, mW | total, mW |
|---|---|---|---|
| sequential | 0.146 | 0.0485 | 0.194 |
| combinational | 0.115 | 0.117 | 0.232 |
| clock | 0.0856 | 0.0286 | 0.114 |
## cells in the mapped netlist, drive strengths merged, types with 4 or more instances
master / instances
nor3: 7
nand2: 17
nand2b: 4
nor2b: 4
nor2: 16
o21ai: 8
inv: 4
a21oi: 5
dlxtn: 17
buf: 10
nand3: 10
edfxtp: 4
## worst max-delay path: cells and delay by family
kind | cells | cell delay [ns]
AND/OR/NAND/NOR | 3 | 0.60
buffers and inverters | 1 | 0.75
AND-OR/OR-AND | 1 | 0.34
## worst paths after layout
kind                   from  endpoint  slack, ns  cells past startpoint
setup reg to reg   state[0]  state[3]       1.64                      2
hold reg to reg    state[2]  state[1]       0.77                      1
hold / removal     state[2]  state[1]       0.77                      1
setup / recovery  opcode[6]  state[0]       0.68                      5
No activity file was given, so power comes from the tool's default toggle rates.
