<file path="flow/design.v">
module alu (out,zero,A,B,opr);
  output reg [31:0] out;
  input [31:0] A,B;
  input [4:0] opr;
  output reg zero;
  reg [31:0] dumA,dumB;
  always @ ( * ) begin
    case (opr)
      5'd0: out=A+B;  
      5'd1: begin out=A-B; zero=(out==32'b0)?1:0; end  
      5'd2: out=A&B;  
      5'd3: out=A|B;  
      5'd4: out=A^B;  
      5'd5: begin out=(A<B)?1:0; zero=(out==32'b0)?1:0; end  
      5'd6: out=(A==B)?1:0;  
      5'd7: out=(A!=B)?1:0;  
      5'd8: out=A<<B;  
      5'd9: out=A>>B;  
      5'd10: out=A>>>B;  
      5'd11:  begin  
                if(A[31]==1'b1 & B[31]==1'b1) begin
                  dumA=(0-A);
                  dumB=(0-B);
                  out=(dumA<dumB)?1:0;
                end
                else if (A[31]==1'b0 & B[31]==1'b0) begin
                  out=(A<B)?1:0;
                end
                else begin
                  out=(A[31]>B[31])?1:0;
                end
                zero=(out==32'b0)?1:0;
              end
      default: out=32'bx;
    endcase
  end
endmodule
</file>
<file path="flow/run.sh">
#!/bin/bash
# OpenROAD 26Q1-2900-gdf79404cd8, Yosys 0.63+post, stock flow scripts
make -C /OpenROAD-flow-scripts/flow DESIGN_CONFIG=/design/flow/config.mk WORK_HOME=/design/flow/orfs finish
</file>
<file path="flow/config.mk">
export PLATFORM = sky130hd
export DESIGN_NAME = alu
export DESIGN_NICKNAME = alu
export VERILOG_FILES = /design/flow/design.v
export SDC_FILE = /design/flow/constraint.sdc
export NUM_CORES = 4
export LEC_CHECK = 1
export CORE_UTILIZATION = 30
</file>
<file path="flow/constraint.sdc">
current_design alu

set clk_period 10.6
set clk_io_pct 0.2

create_clock -name clk0 -period $clk_period

set non_clock_inputs [all_inputs -no_clocks]
set_input_delay [expr $clk_period * $clk_io_pct] -clock clk0 $non_clock_inputs
set_output_delay [expr $clk_period * $clk_io_pct] -clock clk0 [all_outputs]
</file>
==> impl_metrics.tcl <==
# metrics dict for downstream scripts
set metrics [dict create \
    largest_reg_flops 1 \
    chipArea_sq_um 34900 \
    yosysChipArea_sq_um 10200 \
    dr.first_iter.drc_count 1592 \
    antenna_found_initial 1 \
    max_stage_delay_ns 0.60 \
    grt_max_degree 74 \
    yosysTopAreaCellShare_pct 15.8 \
    avgSynthCellArea_sq_um 6.39 \
    syn_area_sq_um 10200 \
    async_flop_share_pct 0 \
    drc 0 \
    cpMaxStageDelayCell "or4_1" \
    setup_violations 0 \
    ff_type "dlxtn_1" \
    path_cells "clkdlybuf4s50_1 -> or4_1 -> nor3_1 -> nand3_1 -> nor4_1 -> nand2_1 -> nor4_1 -> buf_4 -> nand2_1 -> nor4_1 -> xnor2_1 -> ha_1 -> nand4_1 -> a211oi_1 -> o31ai_1 -> and4b_1 -> o221ai_1 -> a21oi_1 -> o21bai_1 -> nor2b_1 -> o32a_1 -> clkdlybuf4s50_1" \
    post_cts_buffers 0 \
    diodes 0 \
    yosysUniqueCellTypes 78 \
    hold_viol 0 \
    warnings 96 \
    gr-max-usage-layer "met2" \
    status "finished, final reports clean" \
    wl_mm 51.8 \
    hold_class "primary input to primary output" \
    syn_to_final_growth_pct 13.5 \
    io_buffers 102 \
    initial_core_util_pct 30.5 \
    antenna_left 0 \
    final.setup.tns_ns 0 \
    grt-ovfl-total 0 \
    pwr-share-clk_pct 0 \
    grtUsageMet1_pct 43.2 \
    rsz0062_at_grt "no" \
    power_switching_uw 388 \
    ys_warn_count 1 \
    edf_count 0 \
    cap_violations 0 \
    combPwrFrac_pct 100.0 \
    track_usage_pct 29.2 \
    max_clock_freq_mhz 101 \
    yosysTopAreaCell "ha_1" \
    die-width_microns 187 \
    met3_usage_pct 4.19 \
    placed_area_sq_um 11600 \
    period_needed_ns 9.90 \
    unclocked_regs 1 \
    io_pins 102 \
    vias 13000 \
    synthCells 1602 \
    grt_pass1_vias 11900 \
    gp_congestion 1.07 \
    die_h_microns 187 \
    holdBufCountCts 0 \
    power.leakage_nw 4.51 \
    end_kind "primary output" \
    ys_seq_elements 1 \
    worst_ep_arrival_time_ns 7.78 \
    peakVddDrop_uv 23.1 \
    core_area_sq_um 33500 \
    power.density_nw_per_um2 54.0 \
    place_hpwl_mm 41.5 \
    firstDrtPassIters 9 \
    grtUsageMet2_pct 44.2 \
    crit_fanout 5 \
    yosys_cells 1602 \
    period_used_pct 93.4 \
    seqPwrFrac_pct 0 \
    maxSlewHeadroom_pct 39.7 \
    nFillCells 3686 \
    crit_top_cell "nor4_1" \
    rows 67 \
    p_sw_share_pct 61.8 \
    top_cells_by_area "ha_1 (16%), xnor2_1 (7.7%), nor2_1 (7.0%)" \
    viasPerCell 6.27 \
    final-max-slew-violation-count 0 \
    design_area_sq_um 11600 \
    grt_pass1_wl_mm 76.6 \
    intPower_uw 240 \
    routedWlPerCell_microns 25.0 \
    unconstrained_endpoints 2 \
    worstSetupPathType "primary input to primary output" \
    worstMarginPinSlew_ns 0.899 \
    required_ns 8.48 \
    ctsResizeCount 0 \
    start_kind "primary input" \
    drive_above_1_share_pct 4.87 \
    holdWs_ns 5.43 \
]
layer usage:
| metal | vias up | routed length (microns) | part of all wire (%) |
|---|---|---|---|
| li1 | 5921 | - | - |
| met1 | 6145 | 22000 | 43 |
| met2 | 794 | 22100 | 43 |
| met3 | 109 | 5730 | 11 |
| met4 | 2 | 1890 | 3.7 |
| met5 | - | 11 | 0.021 |
final timing paths:
kind  start      end  slack (ns)  cells after the start
max    B[8]   out[0]        0.70                     22
min    B[3]  out[15]        5.43                      6
power groups by stage:
stage	registers, mW	logic (mW)	clock network [mW]
4_1_cts	0.000266	0.610	0
5_1_grt	0.000261	0.670	0
6_report	0.000265	0.627	0
worst max-delay path: cells and delay by family:
| family | cells | cell delay (ns) |
|---|---|---|
| AND/OR/NAND/NOR | 11 | 2.94 |
| XOR/XNOR | 1 | 0.13 |
| adder cells (fa/ha/maj) | 1 | 0.30 |
| AND-OR/OR-AND | 6 | 1.17 |
| buffers and inverters | 3 | 1.12 |
per-stage QoR:
| step | utilization, % | power (mW) | cells | worst slack [ns] |
|---|---|---|---|---|
| detailed placement | 34.6 | 0.606 | 2069 | 0.792 |
| floorplan | - | 0.368 | 1602 | 1.48 |
| global route | 34.6 | 0.671 | 2069 | 0.402 |
| global placement | 34.6 | 0.611 | 2069 | 0.947 |
| finish | 34.6 | 0.628 | 2069 | 0.702 |
| CTS | 34.6 | 0.610 | 2069 | 0.768 |
area by class of cell:
cell class / count / area [sq um] / share of cell area [%]
inverter: 102 / 383 / 3.30
multi-input combinational: 1385 / 9420 / 81.1
sequential: 1 / 15.0 / 0.129
tap: 448 / 561 / 4.83
timing repair buffer: 133 / 1230 / 10.6
cell usage in the layout, fill, tap and decap left out, types with 31 or more instances in the layout:
cell type	count
nor2_1	190
a211oi_1	33
nand3_1	34
ha_1	129
nand2_1	123
buf_4	31
clkdlybuf4s50_1	98
xnor2_1	90
a21oi_1	141
nor3_1	55
inv_1	95
mux2i_1	48
o21ai_0	115
cells in the mapped netlist, types with 6 or more instances:
cell type,count
ha_1,129
mux4_2,10
o21bai_1,8
nand4_1,19
a21o_1,21
nand3_1,34
nor2b_1,20
o221ai_1,9
nand2_1,123
o2111ai_1,8
o31ai_1,17
inv_1,96
a221o_1,8
inv_2,6
a221oi_1,21
a2111oi_0,6
clkbuf_1,95
mux2i_1,48
a211oi_1,34
or3_1,8
xnor2_1,90
nor2_1,190
and3_1,13
o211ai_1,23
or4_1,14
a31oi_1,15
o21ai_1,19
nor4_1,30
buf_1,14
o21ai_0,115
a22oi_1,22
xor2_1,7
nor3_1,56
o22ai_1,20
a21oi_1,141
nand2b_1,26
mux2_2,10
and2_1,6
cells by family after synthesis:
family,Yosys count,synth area share [%]
latches,1,0.147
AND/OR/NAND/NOR,558,25.8
XOR/XNOR,97,8.30
AND-OR/OR-AND,531,33.5
buffers and inverters,216,8.04
adder cells (fa/ha/maj),131,16.2
multiplexers,68,7.99
No activity file was given, so power comes from the tool's default toggle rates.
